<file path="design/flow/config.mk">
export PLATFORM = sky130hd
export DESIGN_NAME = Bridge
export DESIGN_NICKNAME = Bridge
export VERILOG_FILES = /design/flow/design.v
export SDC_FILE = /design/flow/constraint.sdc
export NUM_CORES = 4
export LEC_CHECK = 1
export CORE_AREA = 10 10 154 154
export DIE_AREA = 0 0 164 164
</file>
<file path="design/flow/constraint.sdc">
current_design Bridge

set clk_period 4.7
set clk_io_pct 0.2

create_clock -name clk0 -period $clk_period

set non_clock_inputs [all_inputs -no_clocks]
set_input_delay [expr $clk_period * $clk_io_pct] -clock clk0 $non_clock_inputs
set_output_delay [expr $clk_period * $clk_io_pct] -clock clk0 [all_outputs]
</file>
<file path="design/flow/design.v">
`timescale 1ns / 1ps
module Bridge (
    input  wire         rst_from_cpu,
    input  wire         clk_from_cpu,
    input  wire [31:0]  addr_from_cpu,
    input  wire         wen_from_cpu,
    input  wire [31:0]  wdata_from_cpu,
    output reg  [31:0]  rdata_to_cpu,
    output wire         clk_to_dram,
    output wire [31:0]  addr_to_dram,
    input  wire [31:0]  rdata_from_dram,
    output wire         wen_to_dram,
    output wire [31:0]  wdata_to_dram,
    output wire         rst_to_dig,
    output wire         clk_to_dig,
    output wire [11:0]  addr_to_dig,
    output wire         wen_to_dig,
    output wire [31:0]  wdata_to_dig,
    output wire         rst_to_led,
    output wire         clk_to_led,
    output wire [11:0]  addr_to_led,
    output wire         wen_to_led,
    output wire [31:0]  wdata_to_led,
    output wire         rst_to_sw,
    output wire         clk_to_sw,
    output wire [11:0]  addr_to_sw,
    input  wire [31:0]  rdata_from_sw,
    output wire         rst_to_btn,
    output wire         clk_to_btn,
    output wire [11:0]  addr_to_btn,
    input  wire [31:0]  rdata_from_btn
);
    wire access_mem = (addr_from_cpu[31:12] != 20'hFFFFF) ? 1'b1 : 1'b0;
    wire access_dig = (addr_from_cpu == 32'hFFFF_F000) ? 1'b1 : 1'b0;
    wire access_led = (addr_from_cpu == 32'hFFFF_F060) ? 1'b1 : 1'b0;
    wire access_sw  = (addr_from_cpu == 32'hFFFF_F070 ) ? 1'b1 : 1'b0;
    wire access_btn = (addr_from_cpu == 32'hFFFF_F078) ? 1'b1 : 1'b0;
    wire [4:0] access_bit = { access_mem,
                              access_dig,
                              access_led,
                              access_sw,
                              access_btn };
    assign clk_to_dram   = clk_from_cpu;
    assign addr_to_dram  = addr_from_cpu;
    assign wen_to_dram   = wen_from_cpu & access_mem;
    assign wdata_to_dram = wdata_from_cpu;
    assign rst_to_dig    = rst_from_cpu;
    assign clk_to_dig    = clk_from_cpu;
    assign addr_to_dig   = addr_from_cpu[11:0];
    assign wen_to_dig    = wen_from_cpu & access_dig;
    assign wdata_to_dig  = wdata_from_cpu;
    assign rst_to_led    = rst_from_cpu;
    assign clk_to_led    = clk_from_cpu;
    assign addr_to_led   = addr_from_cpu[11:0];
    assign wen_to_led    = wen_from_cpu & access_led;
    assign wdata_to_led  = wdata_from_cpu;
    assign rst_to_sw     = rst_from_cpu;
    assign clk_to_sw     = clk_from_cpu;
    assign addr_to_sw    = addr_from_cpu[11:0];
    assign rst_to_btn    = rst_from_cpu;
    assign clk_to_btn    = clk_from_cpu;
    assign addr_to_btn   = addr_from_cpu[11:0];
    always @(*) begin
        casex (access_bit)
            5'b1????: rdata_to_cpu = rdata_from_dram;
            5'b00010: rdata_to_cpu = rdata_from_sw;
            5'b00001: rdata_to_cpu = rdata_from_btn;
            default:  rdata_to_cpu = 32'hFFFF_FFFF;
        endcase
    end
endmodule
</file>
<file path="design/flow/run.sh">
#!/bin/bash
# OpenROAD 26Q1-2900-gdf79404cd8, Yosys 0.63+post, stock flow scripts
make -C /OpenROAD-flow-scripts/flow DESIGN_CONFIG=/design/flow/config.mk WORK_HOME=/design/flow/orfs finish
</file>
==> run summary <==
Synthesis and place-and-route results.

- For reference, the post-synthesis area per instance comes to roughly 7.6 sq um.
- Pins over their slew limit in the final report were tallied at 0.
- The aggregate global routing overflow is 0.
- The final tally of hold violations is 0.
- The overall die area is 0.0269 sq mm.
- The class of the worst hold path is input pin to output port.
- The die is 164 microns tall.
- For reference, the critical path is captured by rdata_to_cpu[21].
- The detailed-route via count is 2196.
- The via count of the first global-routing pass was roughly 2400.
- The cell count after synthesis came out at 319.
- The count of antenna diodes in the layout is 0.
- The completed layout was analyzed and its total power is 0.238 mW.
- The share of the core filled with cells is 0.190.
- Per the summary, power density relative to cell area is 61.6 mW/mm^2.
- The logs give a warning total of 32.
- Detailed placement ended at an HPWL of between 9 and 10 mm.
- The flow ran to the end, and the final reports show no timing, DRC or antenna violations.
- The pin closest to its max-slew limit shows a slew of between 500 and 600 ps.
- In the layout the commonest cells are sky130_fd_sc_hd__clkdlybuf4s50_1 (244), sky130_fd_sc_hd__a22oi_1 (32), sky130_fd_sc_hd__a21boi_2 (30), sky130_fd_sc_hd__o21ai_1 (30), sky130_fd_sc_hd__buf_4 (9).
- Looking at the VDD voltage map, the peak drop is 0.0000184 V.
- The critical path endpoint has a required time of between 3000 and 4000 ps.
- Per the layout report, the design carries roughly 2300 filler cells.
- The count of port buffers added during placement is 244.
- The detail-routed net length per standard cell is 17.3 microns.
- In the post-route analysis, the smallest setup slack over all paths is 253 ps.
- The initial antenna violation count is 0.
- The final timing report derives a shortest allowable period of about 4400 ps.
- The clock tree buffer count of the final layout is 0.
- The tally of unique sky130hd cells used after synthesis is 25.
- According to the I/O placement log, the pin count is 383.
- Across every metal layer, demand over resource in global routing totals 0.0742.
- Per Yosys stat, the portion of area used by sequential elements is 0.
- Per the OpenROAD floorplan log, the area of the core is 0.0203 sq mm.
- The type of the worst setup path is input pin to output port.
- The worst setup path is captured at an output port.
- The final timing summary puts the cycle share of the worst path at 0.946.
- The width of the die is about 160 microns.
- The wire length recorded after detailed routing is 11.2 mm.
- After synthesis the cells add up to 0.00242 sq mm.
- The post-detailed-route DRC marker count is 0.
- In this run the layout overhead on the synthesized area is reported as 59.4%.
- The post-detailed-route count of antenna-violating nets is 0.
- The most common cell after layout, fill and taps aside is sky130_fd_sc_hd__clkdlybuf4s50_1.
- The number of hold buffers added after CTS was 0.
- The number of failing setup endpoints in the final timing report is 0.
- The tool flagged a number of max-cap violations equal to 0.
- The headroom to the max-slew limit is 0.657.
- On the critical path the data arrives at about 3500 ps.
- The floorplan core density is 0.119.
- The number of instances resized during post-cts repair is 0.
- The layout sequential cell count is 0.
- The largest fanout on the critical path is 18.
- The category of the worst setup path launch point is an input pin.
- Static timing analysis puts the maximum clock frequency at between 0.2 and 0.25 GHz.
- The routed design shows a via density per instance of between 3 and 4.
- The count of warnings emitted by yosys is 1.
- The global-route wire length before repair is 15.2 mm.
- For reference, the placement row count at floorplan is 52.
- The final weighted congestion in routability-driven placement is 0.800.
- The leakage power is 1.32 nW.
- Per STA, the startpoint of the critical path is addr_from_cpu[9].
- The first detailed-routing pass ran for 4 iterations.
- The starting DRC count in detailed routing is between 60 and 70.
- Setup repair after global routing left no endpoint under its margin.
- According to the Yosys statistics, the synthesized design has a chip area of 0.00242 sq mm.
- The area taken by flip-flops and latches is 0 sq um.
- The pin count of the biggest net entering global routing is 38.
- Per the final layout report, the fraction of cells sized above drive strength 1 comes to 0.134.
- The final layout reports a setup TNS of 0 ps.
- Buffers added to address setup during post-CTS repair amount to 0.
- The worst slack after detailed placement is approximately 120 ps.
- The synthesized netlist was found by Yosys to have 319 cells.
cell type report:
| type | instances | area, sq um | share of cell area |
|---|---|---|---|
| timing repair buffer | 257 | 2590 | 0.672 |
| multi-input combinational | 117 | 928 | 0.241 |
| tap | 270 | 338 | 0.0876 |
routing by layer:
metal | wire (microns) | track usage
met1 | 3930 | 0.0772
met5 | 0 | 0
met2 | 5430 | 0.133
met4 | 293 | 0.0187
met3 | 1510 | 0.0338
kinds of logic (layout without fill, tap and decap cells):
logic type / after synthesis / count (layout) / synth area share
and+or+nand+nor: 20 / 20 / 0.0595
AOI/OAI and AO/OA: 97 / 97 / 0.320
buffers and inverters: 202 / 257 / 0.620
stage by stage:
step | hold WS (ps) | cells | instance area [sq um]
floorplan | 1900 | 319 | 2420
CTS | 1880 | 644 | 3850
global route | 1880 | 644 | 3860
finish | 1880 | 644 | 3860
detailed placement | 1880 | 644 | 3850
global placement | 1880 | 644 | 3850
Yosys cell counts (2+ instances only):
master / instances / area, sq um
sky130_fd_sc_hd__clkbuf_1: 6 / 22.5
sky130_fd_sc_hd__o21ai_0: 2 / 10.0
sky130_fd_sc_hd__buf_6: 3 / 33.8
sky130_fd_sc_hd__nor2_1: 2 / 7.51
sky130_fd_sc_hd__clkbuf_4: 3 / 22.5
sky130_fd_sc_hd__o21ai_1: 30 / 150
sky130_fd_sc_hd__buf_2: 2 / 10.0
sky130_fd_sc_hd__nand4_1: 6 / 37.5
sky130_fd_sc_hd__buf_4: 188 / 1410
sky130_fd_sc_hd__a22oi_1: 32 / 240
sky130_fd_sc_hd__a21boi_2: 30 / 338
sky130_fd_sc_hd__a21boi_0: 2 / 15.0
how the worst min path moves through the flow:
stage                       from          endpoint  cells past startpoint
finish        wdata_from_cpu[11]  wdata_to_dig[11]                      0
global route  wdata_from_cpu[16]  wdata_to_dig[16]                      0
CTS           wdata_from_cpu[11]  wdata_to_dig[11]                      0
report_power, final:
part,internal [mW],leakage [nW],switching [mW],total (mW)
registers,0,0,0,0
logic,0.187,1.32,0.0509,0.238
clock network,0,0,0,0
critical path, cell delays in order:
cell,delay [ps]
sky130_fd_sc_hd__clkdlybuf4s50_1,490
sky130_fd_sc_hd__or4_4,580
sky130_fd_sc_hd__nor2_1,200
sky130_fd_sc_hd__and4_2,320
sky130_fd_sc_hd__buf_12,170
sky130_fd_sc_hd__a22oi_1,150
sky130_fd_sc_hd__o21ai_0,110
sky130_fd_sc_hd__clkdlybuf4s50_1,540
Power is estimated from default activity; no workload was simulated.
